### ./run.sh
#!/bin/bash
# OpenROAD 26Q1-2900-gdf79404cd8, Yosys 0.63+post, stock flow scripts
make -C /OpenROAD-flow-scripts/flow DESIGN_CONFIG=/design/flow/config.mk WORK_HOME=/design/flow/orfs finish
### ./config.mk
export PLATFORM = sky130hd
export DESIGN_NAME = LU
export DESIGN_NICKNAME = LU
export VERILOG_FILES = /design/flow/design.v
export SDC_FILE = /design/flow/constraint.sdc
export NUM_CORES = 4
export LEC_CHECK = 1
export CORE_UTILIZATION = 30
### ./constraint.sdc
current_design LU

set clk_period 9.8
set clk_io_pct 0.2

create_clock -name clk0 -period $clk_period [get_ports {axi_aclk}]

set non_clock_inputs [all_inputs -no_clocks]
set_input_delay [expr $clk_period * $clk_io_pct] -clock clk0 $non_clock_inputs
set_output_delay [expr $clk_period * $clk_io_pct] -clock clk0 [all_outputs]
### ./design.v
module LU #(
    parameter   M_AXI_BURST_LENGTH      = 64,
    parameter   M_AXI_BURST_SIZE        = 8,  
    parameter   M_AXI_ARADDR_WIDTH      = 32,
    localparam  M_AXI_ARLEN             = 8'd64,
    localparam  M_AXI_ARSIZE            = 3'b010,
    localparam  M_AXI_DATA_WIDTH        = 32,
    parameter   S_AXIS_DATA_WIDTH       = 32,
    parameter   M_AXIS_DATA_WIDTH       = 32
)(
    input wire                          axi_aclk,
    input wire                          axi_aresetn,
    input wire [S_AXIS_DATA_WIDTH-1:0]  s_axis_tdata,
    input wire                          s_axis_tvalid,
    output reg                          s_axis_tready,
    input wire                          s_axis_tlast,
    output reg [M_AXIS_DATA_WIDTH-1:0]  m_axis_tdata,
    output reg                          m_axis_tvalid,
    input wire                          m_axis_tready,
    output reg                          m_axis_tlast,
    output reg [7:0]                    m_axis_tid, 
    output reg [M_AXI_ARADDR_WIDTH-1:0] m_axi_araddr,
    output reg                          m_axi_arvalid,
    input wire                          m_axi_arready,
    output reg [7:0]                    m_axi_arlen,
    output reg [2:0]                    m_axi_arsize,
    output reg [1:0]                    m_axi_arburst,
    input wire [M_AXI_DATA_WIDTH-1:0]   m_axi_rdata,
    input wire                          m_axi_rvalid,
    output reg                          m_axi_rready,
    input wire                          m_axi_rlast,
    input wire                          ctrl_aresetn,
    input wire [31:0]                   ctrl_baseaddr,
    input wire [31:0]                   ctrl_addroffset                 
);
reg [1:0] axi_arstate;
localparam AXI_ARSTATE_START = 0;
localparam AXI_ARSTATE_IDLE  = 1;
localparam AXI_ARSTATE_SEND  = 2;
localparam AXI_ARSTATE_LAST  = 3;
always @(posedge axi_aclk) begin
    if(~axi_aresetn | ~ctrl_aresetn) begin
        axi_arstate <= AXI_ARSTATE_START;
        m_axi_araddr <= ctrl_baseaddr;
    end
    else begin
        case(axi_arstate)
            AXI_ARSTATE_START: begin
                if(s_axis_tvalid & m_axi_arready & s_axis_tlast)
                    axi_arstate <= AXI_ARSTATE_LAST;
                else if(s_axis_tvalid & m_axi_arready) begin
                    axi_arstate <= AXI_ARSTATE_SEND;
                    m_axi_araddr <= m_axi_araddr + ctrl_addroffset;
                end
            end
            AXI_ARSTATE_IDLE: begin
                if(s_axis_tvalid & m_axi_arready & s_axis_tlast)
                    axi_arstate <= AXI_ARSTATE_LAST;
                else if(s_axis_tvalid & m_axi_arready) begin
                    axi_arstate <= AXI_ARSTATE_SEND;
                    m_axi_araddr <= m_axi_araddr + ctrl_addroffset;
                end
            end
            AXI_ARSTATE_SEND: begin
                if(s_axis_tvalid & m_axi_arready & s_axis_tlast)
                    axi_arstate <= AXI_ARSTATE_LAST;
                else if(s_axis_tvalid & m_axi_arready) begin
                    axi_arstate <= AXI_ARSTATE_SEND;
                    m_axi_araddr <= m_axi_araddr + ctrl_addroffset;
                end
                else
                    axi_arstate <= AXI_ARSTATE_IDLE;
            end
        endcase
    end   
end
always @(*) begin
    case(axi_arstate)
        AXI_ARSTATE_START: begin
            m_axi_arvalid = s_axis_tvalid;
            m_axi_arlen = M_AXI_ARLEN;
            m_axi_arsize = M_AXI_ARSIZE;
            m_axi_arburst = 2'b01;
            s_axis_tready = m_axi_arready;
        end
        AXI_ARSTATE_IDLE: begin
            s_axis_tready = m_axi_arready;
            m_axi_arvalid = s_axis_tvalid;
        end
        AXI_ARSTATE_SEND: begin
            s_axis_tready = m_axi_arready;
            m_axi_arvalid = s_axis_tvalid;
        end
        AXI_ARSTATE_LAST: begin
            s_axis_tready = 0;
            m_axi_arvalid = 0;
        end
    endcase
end
reg [2:0] axi_rstate;
localparam AXI_RSTATE_START = 0;
localparam AXI_RSTATE_IDLE  = 1;
localparam AXI_RSTATE_SEND  = 2;
always @(posedge axi_aclk) begin
    if(~axi_aresetn | ~ctrl_aresetn) begin
       axi_rstate <= AXI_RSTATE_START; 
       m_axis_tid <= 0;
    end
    else begin
        case(axi_rstate)
            AXI_RSTATE_START: begin
                if(m_axi_rvalid & m_axis_tready & m_axi_rlast) begin
                    axi_rstate <= AXI_RSTATE_SEND;
                    m_axis_tid <= m_axis_tid + 1;
                end
                else if(m_axi_rvalid & m_axis_tready) begin
                    axi_rstate <= AXI_RSTATE_SEND;
                end
            end
            AXI_RSTATE_IDLE: begin
                if(m_axi_rvalid & m_axis_tready & m_axi_rlast) begin
                    axi_rstate <= AXI_RSTATE_SEND;
                    m_axis_tid <= m_axis_tid + 1;
                end
                else if(m_axi_rvalid & m_axis_tready) 
                    axi_rstate <= AXI_RSTATE_SEND;
            end
            AXI_RSTATE_SEND: begin
                if(m_axi_rvalid & m_axis_tready & m_axi_rlast) begin
                    axi_rstate <= AXI_RSTATE_SEND;
                    m_axis_tid <= m_axis_tid + 1;
                end
                else if(m_axi_rvalid & m_axis_tready) 
                    axi_rstate <= AXI_RSTATE_SEND;
                else 
                    axi_rstate <= AXI_RSTATE_IDLE;
            end
        endcase
    end
end
always @(*) begin
    case(axi_rstate)
        AXI_RSTATE_START: begin
            m_axi_rready = 1;
            m_axis_tvalid = 0;
            m_axis_tdata = 0;
            m_axis_tdata = m_axi_rdata;
        end
        AXI_RSTATE_IDLE: begin
            m_axi_rready = m_axis_tready;
            m_axis_tvalid = m_axi_rvalid;
            m_axis_tdata = m_axi_rdata;
        end
        AXI_RSTATE_SEND: begin
            m_axi_rready = m_axis_tready;
            m_axis_tvalid = m_axi_rvalid;
            m_axis_tdata = m_axi_rdata;
        end
    endcase
end
endmodule
==> qor.csv <==
metric,value,unit
status,completed,
GP Congestion,0.941,
final tally of setup violations,0,
Pwr Density,120,mW/mm²
initial antenna violation count,0,
register pins left without a clock,34,
cells after synthesis,478,
Clock transition at path regs,0.07,ns
Static Leak,2.61,nW
Max stage delay on crit path,0.49,ns
Max Fclk,0.199,GHz
Die Wd,123,µm
chip area,0.0152,mm²
post-synthesis cell area,0.00441,mm²
CORE AREA,0.0141,mm²
CTS tree,done,
Sw Ratio,0.331,
dpl ws,4.79,ns
WL per Instance,15.0,µm
worst path required time,7.84,ns
combinational power share,0.428,
post-route clock period utilization,0.513,
post-CTS sizing,0,
max capacitance violation total,0,
Clk network pwr share,0.246,
Port Buffers,180,
1st-iter DRT viols,170,
share of layout cells above drive strength 1,0.0574,
fp_density,0.313,
post-route DRC violation count,0,
Synth flops,81,
Reg area,0.00177,mm²
largest net degree at the start of global routing,72,
n_diodes,0,
CP max stage cell,clkdlybuf4s50_1,
critical-path cell list,clkdlybuf4s50_1 > nor2b_1 > clkdlybuf4s50_1,
Critical Path End Type,output port,
combinational gate area,0.00248,mm²
internal power,0.523,mW
vias in the first global route,3689,
ys async rst share,0,
"IR drop worst, VDD",74.6,µV
fill count,1318,
Slew @ Worst Pin,0.685,ns
cts hold-fix bufs,0,
Final Hold Vio Count,0,
Overflow after GRT,0,
Setup CP Type,in -> out,
min cycle time layout,5.02,ns
postcts setup bufs,0,
Final Max Tran Viols,0,
CTS buffer count,5,
Seq pwr share,0.325,
Longest Clk Path Bufs,2,
final setup margin,4.78,ns
ANT nets after route,0,
Synth area leaders,"edfxtp_1, dlxtn_1, ha_1",
DP HPWL,9880,µm
tool warnings,57,
post-synthesis area per instance,9.22,µm²
Yosys warning total,2,
slew margin rel.,0.544,
yosys cell count,478,
Final Skew,0.00621,ns
"most used cell, CP",clkdlybuf4s50_1,
global-route wire length before repair,18900,µm
endpoints left unconstrained,68,
Yosys top cell by area,edfxtp_1,
clk latency of the worst-skew pair,0.29,ns
total number of vias,4034,
Hold/Removal Path Class,reg -> reg,
Global Route Usage Sum,0.162,
Ports,227,
root buffer cell,clkbuf_16,
"area share, top type",0.218,
chip area line of the yosys report,0.00441,mm²
Final TNS setup,0,ns
# rows,43,
drt first pass iters,4,
H-Tree Depth,2,
Critical Path AT,3.06,ns
Worst Path Max Fanout,3,
Psw,0.258,mW
Chip Height,123,µm
critical path launch point type,primary input,
"Distinct cells, synth",65,
P&R area growth vs syn,47.2,%
Post-synth EDFFs,32,
Routed WL,12400,µm
RSZ-0062 raised after global routing,false,
vias per cell,4.89,
Synth Flop Type,dlxtn_1,
-- cells in the final DEF (no fill, tap or decap), types with 3 or more instances in the layout --
cell type / count
nand3_1: 14
nor3_1: 7
o21a_1: 6
mux2_2: 3
and4_1: 4
a211oi_1: 3
o211ai_1: 5
buf_4: 5
a21oi_2: 5
ha_1: 32
o21ai_0: 25
a21o_1: 13
conb_1: 14
inv_1: 3
nor3b_1: 3
clkdlybuf4s50_1: 180
nand2_1: 65
o31ai_1: 3
nor2b_1: 6
edfxtp_1: 32
nand4_1: 11
a21oi_1: 28
a31oi_1: 6
clkbuf_16: 6
xnor2_1: 15
and3_1: 7
o21ai_1: 9
nor2_1: 25
dlxtn_1: 34
xor2_1: 14
dfxtp_1: 15
-- metal layers --
layer | wire length [µm] | track usage | part of all wire
met1 | 6050 | 0.260 | 0.49
met2 | 5710 | 0.247 | 0.46
met3 | 536 | 0.0212 | 0.043
met4 | 77 | 0.00979 | 0.0062
met5 | 0 | 0 | 0
-- layout make-up --
cell class	instances	share of cell area
clock buffers	6	0.0231
clock inverters	2	0.00231
inverters	3	0.00174
multi-input cells	368	0.382
flip-flops and latches	81	0.273
well taps	180	0.0347
repair buffers	185	0.283
-- flip-flops by register name, summed over array words and instances, names as in the netlist --
| name | count |
|---|---|
| axi_arstate | 4 |
| axi_rstate | 3 |
| m_axi_araddr | 32 |
| m_axi_rready | 1 |
| m_axis_tdata | 32 |
| m_axis_tid | 8 |
| m_axis_tvalid | 1 |
-- power groups by stage --
stage / Combinational, mW / Clock (mW) / Sequential, mW
CTS: 0.335 / 0.201 / 0.255
global route: 0.370 / 0.207 / 0.257
finish: 0.334 / 0.192 / 0.254
-- cell families after synthesis --
family                   after synthesis  share of synthesized area
buffers and inverters                 41                     0.0505
AND-OR/OR-AND                        130                      0.209
flip-flops                            47                      0.286
other                                  2                    0.00170
AND/OR/NAND/NOR                      157                      0.171
XOR/XNOR                              29                     0.0576
adder cells (fa/ha/maj)               33                     0.0954
multiplexers                           5                     0.0122
latches                               34                      0.116
-- cells in the mapped netlist, drive strengths merged (8+ instances only) --
| library cell | count |
|---|---|
| clkbuf | 13 |
| a21o | 13 |
| xnor2 | 15 |
| nor3 | 8 |
| nand2 | 66 |
| edfxtp | 32 |
| ha | 32 |
| nand4 | 11 |
| o21ai | 34 |
| xor2 | 14 |
| dlxtn | 34 |
| dfxtp | 15 |
| and3 | 8 |
| buf | 25 |
| nand3 | 14 |
| nor2 | 25 |
| a21oi | 33 |
-- through the flow --
| stage | instances | cell area, µm² | utilization | total power [mW] | hold slack (ns) |
|---|---|---|---|---|---|
| after floorplan | 490 | 4450 | - | 0.466 | 0.422 |
| after global routing | 825 | 6490 | 0.460 | 0.834 | 0.495 |
| final | 825 | 6490 | 0.460 | 0.780 | 0.454 |
| after global placement | 817 | 6320 | 0.449 | 0.591 | 0.430 |
| after CTS | 825 | 6490 | 0.460 | 0.790 | 0.462 |
| after detailed placement | 817 | 6320 | 0.449 | 0.591 | 0.452 |
-- worst max-delay path, delay by kind of cell --
kind | cells | cell delay (ns)
buffers and inverters | 2 | 0.96
AND/OR/NAND/NOR | 1 | 0.14
-- worst paths after layout --
| path | slack (ns) | from | end | cells after the start |
|---|---|---|---|---|
| max reg2reg | 6.95 | m_axi_araddr[0]$_DFFE_PP_ | m_axi_araddr[24]$_DFFE_PP_ | 9 |
| max | 4.78 | m_axi_arready | s_axis_tready | 3 |
| min reg2reg | 0.45 | axi_arstate[0]$_DFF_P_ | axi_arstate[0]$_DFF_P_ | 2 |
| min | 0.45 | axi_arstate[0]$_DFF_P_ | axi_arstate[0]$_DFF_P_ | 2 |
Power figures rest on the tool's default switching activity, not on a simulated workload.
